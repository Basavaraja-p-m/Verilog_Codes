--- run.sh ---
#!/bin/bash
# OpenROAD 26Q1-2900-gdf79404cd8, Yosys 0.63+post, stock flow scripts
make -C /OpenROAD-flow-scripts/flow DESIGN_CONFIG=/design/flow/config.mk WORK_HOME=/design/flow/orfs finish
--- config.mk ---
export PLATFORM = sky130hd
export DESIGN_NAME = ALU
export DESIGN_NICKNAME = ALU
export VERILOG_FILES = /design/flow/design.v
export SDC_FILE = /design/flow/constraint.sdc
export NUM_CORES = 4
export LEC_CHECK = 1
export CORE_AREA = 10 10 98 98
export DIE_AREA = 0 0 108 108
--- constraint.sdc ---
current_design ALU

set clk_period 6.7
set clk_io_pct 0.2

create_clock -name clk0 -period $clk_period

set non_clock_inputs [all_inputs -no_clocks]
set_input_delay [expr $clk_period * $clk_io_pct] -clock clk0 $non_clock_inputs
set_output_delay [expr $clk_period * $clk_io_pct] -clock clk0 [all_outputs]
--- design.v ---
module ALU #(parameter IN=8)(
       input [$clog2(IN):0]a,b,
       input [$clog2(IN):0]opcode,
       output [IN-1:0]y
       );
assign y=(opcode==3)?a/b:(opcode==2)?a*b:((opcode==3)?a+b:a-b);
endmodule
module ALU_tb #(parameter IN=8)(y,a,b,opcode);
    input [IN-1:0]y;
    output reg[$clog2(IN):0]a,b;
    output reg[$clog2(IN):0]opcode;
    initial
    begin
    a=10;b=5;opcode=2;#10;
    end
    initial
    $monitor("a=%d,b=%d,opcode=%d,y=%d,Time=%d",a,b,opcode,y,$time);
endmodule
module TOP #(parameter IN=2)();
      wire [$clog2(IN):0]w1,w2;
      wire [$clog2(IN):0]w3;
      wire [IN-1:0]w4;
     ALU A1(w1,w2,w3,w4);
     ALU_tb A2(w4,w1,w2,w3);
     defparam A1.IN=IN;
     defparam A2.IN=IN;
endmodule
==> flow_summary.yaml <==
# physical design summary
setup_path:
  cpPeakStageDelay_ns: 0.37
  critPathRequiredTime_ns: 5.36
  path_delay_family: "buffers and inverters"
  start_kind: "input pin"
  worstSetupPathType: "in -> out"
  cp.depth: 51
  critPathArrivalTime_ns: 8.66
  worst-path-max-fanout: 4
  cp-end-kind: "output pin"
  path_buffers: 31
  slowest_stage: "or3_4"
  startpoint: "b[0]"
  critPathMostFrequentCell: "buf_4"
  critPathCapture: "y[0]"
final_layout:
  layout_top_cell: "buf_4"
  drive_gt1_share_pct: 45.9
  layout.sequential_cells: 0
  fin_util_pct: 46.5
  area_growth_pct: 80.9
  nClkBuffers: 0
  final_cell_mix: "127 x buf_4, 41 x ha_1, 21 x nand2_1"
  regArea_um2: 0
synthesis:
  syn_area_per_cell_um2: 7.75
  synth_cell_type_count: 56
  ys_warn_count: 0
  ys_seq_share_pct: 0
  syn-instance-count: 254
  synth_area_um2: 1970
  synth_stat.cells: 254
  ys_area_um2: 1970
die:
  die_w_um: 108
  die_h_um: 108
  initCoreUtil_pct: 25.7
  num_rows: 32
  design.core.area_um2: 7650
  die-area_um2: 11700
  io_pins: 20
global_routing:
  grt_pass1_wl_mm: 10.7
  grt_max_degree: 16
  grtUsageTotal_pct: 10.7
  grt_remaining_overflow: 0
  antenna_found_initial: 0
  grt_pass1_vias: 2347
final_timing:
  worstMarginPinSlew_ns: 0.589
  period_needed_ns: 10.0
  hold_viol_final: 0
  holdWs_ns: 3.45
  setup_viol: 4
  postLayoutSetupSlackWorst_ns: -3.30
  relSlewSlack_pct: 60.6
  rsz0062_at_grt: "true"
  min_period_over_period_pct: 149
  slew_violations: 0
  max_freq_mhz: 100
  setup_tns_ns: -7.55
power:
  power.leakage_nw: 1.78
  powerDensity_nw_per_um2: 137
  power_mw: 0.489
  ir_drop_mv: 0.0866
placement:
  place_hpwl_mm: 4.49
  gp_routability_congestion: 0.829
  placement.io_buffers: 20
routing:
  drt_pass1_iterations: 4
  drc_errors: 0
  insertedDiodeCount: 0
  routed_via_density: 4.68
  postRouteAntennaNets: 0
  totalWireLength_mm: 6.34
  wl_per_cell_um: 12.5
  drt_iter0_drc: 80
  vias: 2380
cts:
  holdBufCountCts: 0
status:
  outcome: "finished with violations"
  violations: "setup timing"
hold_path:
  holdCritPathClass: "in -> out"
  min-delay-start: "b[0]"
run:
  maxCapViolCount: 0
  openroad.warnings: 43
## final cells by class
cell class | instances | area (um^2)
inverters | 19 | 77.6
multi-input cells | 233 | 2110
well taps | 102 | 128
repair buffers | 155 | 1240
fillers | 686 | 4090
## where the power goes
part / switching (mW) / internal [mW] / total, mW
sequential: 0 / 0 / 0
combinational: 0.199 / 0.289 / 0.489
clock: 0 / 0 / 0
total: 0.199 / 0.289 / 0.489
## cell usage after synthesis (2+ instances only)
cell	instances	share of area (%)
o21ai_0	16	4.1
nand2_1	23	4.4
clkbuf_1	4	0.76
or3_1	7	2.2
ha_1	49	31
nand3_1	3	0.76
or2_2	2	0.64
mux2_2	2	1.1
nand2b_1	5	1.6
inv_1	19	3.6
a32oi_1	2	0.89
nand4_1	2	0.64
nor2_1	20	3.8
a21o_1	5	1.9
or4_1	2	0.76
a21oi_1	15	3.8
fa_1	5	5.1
mux2i_1	4	2.0
o21a_1	7	2.7
o211ai_1	5	1.9
o22a_1	2	0.89
xnor2_1	7	3.1
nor2b_1	5	1.6
nor3_1	5	1.3
xor2_1	7	3.1
## repair_timing
item                                    in CTS  in global routing
endpoints found under the setup margin       4                  5
hold endpoints to repair                     0                  0
resized                                     39                 13
setup buffers                               59                  8
pin swaps                                   33                 31
## through the flow
stage / instance area (um^2) / std cells / setup WS, ns
floorplan: 2080 / 257 / -2.96
global placement: 2900 / 442 / -4.09
detailed placement: 2900 / 442 / -4.06
CTS: 3460 / 501 / -3.08
global route: 3560 / 509 / -3.58
finish: 3560 / 509 / -3.30
## kinds of logic (layout without fill, tap and decap cells)
group	after synthesis	after routing	synth area share, %
AND/OR/NAND/NOR	82	82	20.9
AND-OR/OR-AND	71	71	27.3
adder cells (fa/ha/maj)	54	54	36.2
buffers and inverters	24	174	4.64
XOR/XNOR	14	14	6.23
multiplexers	8	8	4.45
other	1	4	0.191
## layer usage
layer / wire, um / vias to the layer above / global-route usage [%]
met5: 0 / - / 0
met1: 3260 / 1127 / 15.2
met3: 92 / 0 / 0.783
met4: 0 / 0 / 0
li1: - / 1233 / -
met2: 2980 / 20 / 18.4
## how the worst min path moves through the flow
stage | end | slack, ns | cells past startpoint
after CTS | y[0] | 3.44 | 7
after global routing | y[0] | 3.51 | 7
final | y[0] | 3.45 | 7
Power figures rest on the tool's default switching activity, not on a simulated workload.
