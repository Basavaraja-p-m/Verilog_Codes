==> flow/design.v <==
module RAM32B(
              input clk,rst,
              input [7:0]data_in,
              input [4:0]addr,
              input wr_rd,
              output reg[7:0]data_out
              );
reg [7:0] mem[31:0];
integer i;
always @(posedge clk or negedge rst)
begin
if(!rst)
    begin
    data_out<=0;
    for(i=0;i<32;i=i+1)
       mem[i]<=0;
    end
       else
           begin
           if(wr_rd)
               mem[addr]<=data_in;
           else
               data_out<=mem[addr];
           end
end
endmodule
==> flow/run.sh <==
#!/bin/bash
# OpenROAD 26Q1-2900-gdf79404cd8, Yosys 0.63+post, stock flow scripts
make -C /OpenROAD-flow-scripts/flow DESIGN_CONFIG=/design/flow/config.mk WORK_HOME=/design/flow/orfs finish
==> flow/config.mk <==
export PLATFORM = sky130hd
export DESIGN_NAME = RAM32B
export DESIGN_NICKNAME = RAM32B
export VERILOG_FILES = /design/flow/design.v
export SDC_FILE = /design/flow/constraint.sdc
export NUM_CORES = 4
export LEC_CHECK = 1
export CORE_UTILIZATION = 50
==> flow/constraint.sdc <==
current_design RAM32B

set clk_period 1.9
set clk_io_pct 0.2

create_clock -name clk0 -period $clk_period [get_ports {clk}]

set non_clock_inputs [all_inputs -no_clocks]
set_input_delay [expr $clk_period * $clk_io_pct] -clock clk0 $non_clock_inputs
set_output_delay [expr $clk_period * $clk_io_pct] -clock clk0 [all_outputs]
==> metrics.cfg <==
[placed_design]
dp_hpwl_mm = 30.00
place_ws_ns = -1.522
dpl-instance-area_mm2 = 0.01426
place_congestion = 0.9925
io_buffers = 23

[worst_setup_path]
cp-end-kind = register
worst_setup_path_start_kind = input pin
worstPathMaxFanout = 6
cp_num_buf_inv = 4
crit_top_cell = buf_4
cp_top_family = AND-OR/OR-AND gates
r2r_cells = 8
slowest_stage = a22oi_1
crit_path_max_incr_delay_ns = 0.37
path_cells = buf_4 > bufbuf_16 > nand3b_1 > nor2_4 > buf_4 > a22oi_1 > nand3_1 > a2111oi_4 > buf_4 > a21oi_1
timing_worst_setup_path_type = in2reg
arrival_ns = 2.34
cp.depth = 10
cp_data_required_time_ns = 2.34

[floorplanning]
io_pins = 24
die_w_um = 157.5
dieArea_mm2 = 0.02481
fp.dieH_um = 157.5
rows = 56
fp_util_pct = 51.22
core_mm2 = 0.02361

[final_timing]
tns_ns = 0
rsz0062_at_grt = true
finalCritPeriodShare_pct = 99.88
setup_ws_ns = 0.002329
drv_slew = 0
period_needed_ns = 1.898
finalHoldViolCount = 0
fin_hold_ws_ns = 0.4735
worstMarginPinSlew_ns = 0.7720
setup_viol = 0
fmax_mhz = 527.0
skew_ns = 0.01496
relSlewSlack_pct = 48.53

[global_route]
grt_antenna_before_repair = 0
grt_start_max_net_pins = 61
grt_usage_pct = 39.44
grt_overflow_total = 0
grt_pass1_vias = 9628
grt_pass1_wl_mm = 65.29

[routing]
wl_per_cell_um = 29.24
wirelength_mm = 43.98
drt_pass1_iterations = 5
ant_nets = 0
num_vias = 9314
antenna_cells = 0
drc = 0
via_per_inst = 6.193
drtIter0Drc = 608

[pwr]
p_per_area_mw_per_mm2 = 976.0
ir_drop_mv = 1.008
p_leak_nw = 7.199

[layout]
drive_gt1_share_pct = 52.91
postLayoutCellArea_mm2 = 0.01588
layout_top_cells = 265 x mux2_2, 264 x dfrtp_1, 200 x buf_4
area_growth_pct = 31.27
final_common_cell = mux2_2

[yosys]
synth_area_mm2 = 0.01209
yosys_area_mm2 = 0.01209
synth_seq_share_pct = 54.62
synthFlopType = dfrtp_1
async_flop_share_pct = 100.0
yosys_warnings = 2
syn_inst = 931
syn_avg_cell_area_um2 = 12.99
yosys.cell_types.count = 53
synth-cells-yosys = 931
synth_flops = 264
edf_count = 0

[clock_tree]
clock_latency_ns = 0.56
cts_buffer_depth = 3
htreeDepth = 1
clk_pin_slew_ns = 0.07
root_buffer = clkbuf_16
numCtsBuffers = 28
cts_sinks = 264
cts_tree = built

[min_path]
hp-class = in2async

[run_status]
outcome = finished clean

[run]
tool_warnings = 28
drv_cap = 0

-- state kept, by name (all words and copies together), names as in the netlist --
| name | flops |
|---|---|
| data_out | 8 |
| mem | 256 |
-- metal layers --
layer | part of all wire, % | wire length [um] | track usage, % | up-vias
met5 | 0 | 0 | 0 | -
met4 | 4.5 | 1999 | 13.27 | 0
met3 | 10 | 4525 | 12.50 | 108
met2 | 44 | 19390 | 56.95 | 453
met1 | 41 | 18060 | 59.12 | 4795
li1 | - | - | - | 3958
-- cell usage after synthesis (all sizes together), types with 4 or more instances --
cell	instances	area [um2]
o21ai	9	45.04
buf	27	142.6
a31oi	9	56.30
a22o	9	78.83
a21oi	19	95.09
nor2	55	309.0
nor3	18	95.09
a211oi	4	30.03
nor2b	8	50.05
mux2	266	2995
nand4	10	62.56
clkbuf	32	120.1
a222oi	4	40.04
nand2	43	193.9
a22oi	43	322.8
a32oi	13	113.9
mux2i	10	100.1
o22ai	11	68.82
nand3b	8	60.06
a221oi	7	61.31
and3	5	31.28
a2111oi	7	61.31
nand3	14	70.07
dfrtp	264	6606
-- cell families (layout without fill, tap and decap cells) --
kind of cell           Yosys count  after routing  share of synthesized area (%)
DFF                            264            264                          54.62
and+or+nand+nor                181            181                          8.535
muxes                          276            276                          25.59
AOI/OAI and AO/OA              148            148                          8.980
buffers and inverters           62            316                          2.266
-- layout make-up --
type                    count  area (um2)
clock buffers              38       808.3
repair buffers            263        2501
inverters                   3       11.26
multi-input cells         605        5394
well taps                 319       399.1
clock inverters            12       156.4
flip-flops and latches    264        6606
fillers                  1685        7736
-- what timing repair did --
action / CTS / global route
gates cloned: 2 / 1
gates resized: 46 / 34
pin swaps: 11 / 15
endpoints found under the setup margin: 231 / 26
setup buffers: 20 / 16
endpoints found under the hold margin: 30 / 0
hold buffers: 2 / 0
-- power by group --
| group | switching, mW | internal [mW] |
|---|---|---|
| combinational | 1.08 | 1.38 |
| clock | 2.30 | 3.38 |
| sequential | 0.655 | 6.70 |
| total | 4.04 | 11.5 |
-- worst paths after layout --
path,slack (ns),from,endpoint
worst max-delay path,0.002,addr[2],data_out[4]
worst min-delay path,0.47,rst,mem[9][4]
worst max register to register,0.05,mem[21][4],data_out[4]
worst min register to register,0.50,mem[6][3],mem[6][3]
max in group asynchronous,1.08,rst,mem[10][3]
min in group clk0,0.50,mem[6][3],mem[6][3]
-- per-stage QoR --
| step | cells | utilization, % | total power [mW] |
|---|---|---|---|
| after floorplan | 931 | - | 8.556 |
| after global placement | 1415 | 60.40 | 9.600 |
| after detailed placement | 1415 | 60.40 | 9.676 |
| after CTS | 1489 | 66.15 | 15.44 |
| after global routing | 1504 | 67.24 | 16.04 |
| final | 1504 | 67.24 | 15.50 |
-- worst register-to-register path: cells and delay by family, from the launching register on --
kind | cells | cell delay, ns
compound gates | 3 | 0.54
buf+inv | 2 | 0.34
simple gates | 2 | 0.25
mux | 1 | 0.20
flops | 1 | 0.39
No activity file was given, so power comes from the tool's default toggle rates.
